**/design/flow/config.mk**
```make
export PLATFORM = sky130hd
export DESIGN_NAME = LatchEX_MEM
export DESIGN_NICKNAME = LatchEX_MEM
export VERILOG_FILES = /design/flow/design.v
export SDC_FILE = /design/flow/constraint.sdc
export NUM_CORES = 4
export LEC_CHECK = 1
export CORE_UTILIZATION = 40
```
**/design/flow/constraint.sdc**
```tcl
current_design LatchEX_MEM

set clk_period 1.0
set clk_io_pct 0.2

create_clock -name clk0 -period $clk_period [get_ports {clk}]

set non_clock_inputs [all_inputs -no_clocks]
set_input_delay [expr $clk_period * $clk_io_pct] -clock clk0 $non_clock_inputs
set_output_delay [expr $clk_period * $clk_io_pct] -clock clk0 [all_outputs]
```
**/design/flow/design.v**
```verilog
module LatchEX_MEM (
    input wire clk,
    input wire rst,
    input wire [31:0] i_pcplus4,
    input wire [31:0] i_result,
    input wire i_carry,
    input wire [31:0] i_dato2,
    input wire [4:0] i_writeRegister,
    input wire i_memToReg,
    input wire i_regWrite,
    input wire i_memWrite,
    input wire i_memRead,
    output reg [31:0] o_pcplus4,
    output reg [31:0] o_result,
    output reg o_carry,
    output reg [4:0] o_writeRegister,
    output reg [31:0] o_dato2,
    output reg o_memToReg,
    output reg o_regWrite,
    output reg o_memWrite,
    output reg o_memRead
);
    always @(posedge clk) begin
        if (rst) begin
            o_pcplus4 <= 0;
            o_result <= 0;
            o_writeRegister <= 0;
            o_dato2 <= 0;
            o_memToReg <= 0;
            o_regWrite <= 0;
            o_memWrite <= 0;
            o_memRead <= 0;
        end else begin
            o_pcplus4 <= i_pcplus4;
            o_result <= i_result;
            o_carry <= i_carry;
            o_writeRegister <= i_writeRegister;
            o_dato2 <= i_dato2;
            o_memToReg <= i_memToReg;
            o_regWrite <= i_regWrite;
            o_memWrite <= i_memWrite;
            o_memRead <= i_memRead;
        end
    end
endmodule
```
**/design/flow/run.sh**
```bash
#!/bin/bash
# OpenROAD 26Q1-2900-gdf79404cd8, Yosys 0.63+post, stock flow scripts
make -C /OpenROAD-flow-scripts/flow DESIGN_CONFIG=/design/flow/config.mk WORK_HOME=/design/flow/orfs finish
```
==> flow_metrics.env <==
# flow metrics
export IMPL_whs_path_depth=2
export IMPL_core_area_um2=6870
export IMPL_syn_inst=223
export IMPL_grt_max_degree=36
export IMPL_vias_per_cell=4.05
export IMPL_crit_cells=1
export IMPL_cpPeakStageDelay_ns=0.36
export IMPL_numCtsBuffers=9
export IMPL_critPathSlowestCell="edfxtp_1"
export IMPL_fp_row_count=30
export IMPL_setup_ws_ns=-0.0294
export IMPL_crit_chain="buf_2"
export IMPL_placedInstanceArea_um2=5110
export IMPL_crit_fanout=1
export IMPL_die_x_um=86.6
export IMPL_grt_pass1_wl_mm=9.86
export IMPL_warnings=28
export IMPL_setup_worst_path_class="reg -> out"
export IMPL_ir_drop_mv=1.26
export IMPL_diodes=0
export IMPL_rsz0062_at_grt="true"
export IMPL_gp_congestion=0.795
export IMPL_cts_hold_buffers=0
export IMPL_slew_viol_final=0
export IMPL_grt_total_usage_pct=18.2
export IMPL_stdcell_area_um2=4780
export IMPL_yosysWarnings=1
export IMPL_drtPass1Iterations=4
export IMPL_antenna_found_initial=0
export IMPL_powerDensity_nw_per_um2=1640
export IMPL_finalCritPeriodShare_pct=103
export IMPL_htreeDepth=3
export IMPL_nFillCells=547
export IMPL_finalPower_uw=7820
export IMPL_synth_avg_cell_area_um2=12.8
export IMPL_startpoint_type="flip-flop"
export IMPL_tritoncts="done"
export IMPL_dpl_hpwl_mm=5.23
export IMPL_min_delay_path_class="in -> reg"
export IMPL_initCoreUtil_pct=41.6
export IMPL_wl_mm=6.80
export IMPL_ant_nets=0
export IMPL_yosys_stat_area_um2=2860
export IMPL_outcome="finished with violations"
export IMPL_synthToLayoutAreaGrowth_pct=67.1
export IMPL_synth_seq_share_pct=74.5
export IMPL_cts_sinks=106
export IMPL_port_buffers=213
export IMPL_worst_slew_pin_slew_ns=0.161
export IMPL_routedWlPerCell_um=12.6
export IMPL_crit_arrival_ns=0.83
export IMPL_die_area_um2=7490
export IMPL_finalSetupViolations=1
export IMPL_endpoint_kind="output pin"
export IMPL_max_cap_viol_count=0
export IMPL_setup_tns_ns=-0.0294
export IMPL_required_ns=0.80
export IMPL_pin_count=214
export IMPL_power_leakage_uw=0.00217
export IMPL_critPathTopFamily="flip-flops"
export IMPL_drt_iter0_drc=35
export IMPL_chipHeight_um=86.6
export IMPL_synth_area_um2=2860
export IMPL_path_buffers=1
export IMPL_yosysCellCount=223
export IMPL_grt_pass1_vias=2072
export IMPL_ctsLongestPathBuffers=2
export IMPL_hold_viol_final=0
export IMPL_vias=2191
export IMPL_drive_gt1_share_pct=29.2
export IMPL_overflow=0
export IMPL_max_freq_ghz=0.971
export IMPL_max_slew_margin_pct=89.2
export IMPL_finalHoldWorstSlack_ns=0.123
export IMPL_ys_flops=106
export IMPL_clkTransAtPathRegs_ns=0.09
export IMPL_ys_types=6
export IMPL_violations="setup timing"
export IMPL_period_needed_ns=1.03
export IMPL_route_detailed_drc=0
export IMPL_cts_root_buf="clkbuf_8"
export IMPL_pre_cts_ws_ns=0.0149
## per-stage QoR
step	cells	util [%]
finish	541	69.6
detailed placement	525	74.4
floorplan	223	-
global route	541	69.6
global placement	525	74.4
CTS	541	69.5
## power by group
part	leakage (uW)	switching, uW	internal, uW
combinational	0.00119	189	628
clock	0.0000871	1340	1160
sequential	0.000887	44.7	4450
total	0.00217	1570	6240
## cells in the final DEF, fill, tap and decap left out, drive strengths merged
cell           instances
edfxtp                 1
nor2b                105
clkbuf                12
inv                    2
bufinv                 1
clkdlybuf4s50        106
buf                  111
clkinvlp               2
dfxtp                105
## what timing repair did
item / in CTS / in global routing
endpoints found under the setup margin: 106 / 77
gates cloned: 0 / 0
resized: 331 / 3
pin swaps: 0 / 0
setup buffers: 0 / 0
## per-layer routing
layer  share of wire, %  GRT usage (%)
met1                 37           21.3
met2                 47           30.4
met3                 15           10.2
met4                1.6           2.58
met5                  0              0
## synth_stat cells, drive strengths merged
master  number  area share (%)
dfxtp      105              73
nor2b      105              23
buf         11             2.4
edfxtp       1             1.0
inv          1            0.13
## layout make-up
class / instances / area [um2] / area share, %
sequential: 106 / 2140 / 44.8
timing repair buffer: 217 / 1670 / 35.0
multi-input combinational: 105 / 657 / 13.7
clock buffer: 12 / 135 / 2.83
tap: 96 / 120 / 2.51
clock inverter: 4 / 51.3 / 1.07
inverter: 1 / 3.75 / 0.0785
## logic make-up (layout without fill, tap and decap cells)
family / count (synthesis) / in the layout / share of synthesized area, %
AND/OR/NAND/NOR: 105 / 105 / 23.0
flip-flops: 106 / 106 / 74.5
buffers and inverters: 12 / 234 / 2.49
## registers in the layout (all words and copies together), names as in the netlist
| name | count |
|---|---|
| o_carry | 1 |
| o_dato2 | 32 |
| o_memRead | 1 |
| o_memToReg | 1 |
| o_memWrite | 1 |
| o_pcplus4 | 32 |
| o_regWrite | 1 |
| o_result | 32 |
| o_writeRegister | 5 |
## final timing paths
check,slack (ns),from,end
worst max-delay path,-0.03,o_carry$_DFFE_PN_,o_carry
worst min-delay path,0.12,rst,o_dato2[25]$_SDFF_PP0_
Power and IR drop assume default switching activity.
