==> design/flow/config.mk <==
export PLATFORM = sky130hd
export DESIGN_NAME = Mux3
export DESIGN_NICKNAME = Mux3
export VERILOG_FILES = /design/flow/design.v
export SDC_FILE = /design/flow/constraint.sdc
export NUM_CORES = 4
export LEC_CHECK = 1
export CORE_AREA = 10 10 89 89
export DIE_AREA = 0 0 99 99
==> design/flow/constraint.sdc <==
current_design Mux3

set clk_period 3.9
set clk_io_pct 0.2

create_clock -name clk0 -period $clk_period

set non_clock_inputs [all_inputs -no_clocks]
set_input_delay [expr $clk_period * $clk_io_pct] -clock clk0 $non_clock_inputs
set_output_delay [expr $clk_period * $clk_io_pct] -clock clk0 [all_outputs]
==> design/flow/design.v <==
module Mux3#(
    parameter BUS_WIDTH = 32
    )(
    input wire [BUS_WIDTH-1:0] i_dato_0,
    input wire [BUS_WIDTH-1:0] i_dato_1,
    input wire [BUS_WIDTH-1:0] i_dato_2,
    input wire [1:0] i_sel,
    output reg [BUS_WIDTH-1:0] o_dato  
    );
    always @(*) begin
        case (i_sel)
            2'b00: o_dato = i_dato_0;
            2'b01: o_dato = i_dato_1;
            2'b10: o_dato = i_dato_2;
        default: o_dato = i_dato_0;
     endcase
end
endmodule
==> design/flow/run.sh <==
#!/bin/bash
# OpenROAD 26Q1-2900-gdf79404cd8, Yosys 0.63+post, stock flow scripts
make -C /OpenROAD-flow-scripts/flow DESIGN_CONFIG=/design/flow/config.mk WORK_HOME=/design/flow/orfs finish
==> results_dict.tcl <==
# implementation run metrics
set metrics [dict create \
    grt_pass1_vias 1307 \
    wl_per_cell_um 15.20 \
    status "completed" \
    period_used_pct 87.97 \
    core_um2 5991 \
    slew_headroom_pct 75.67 \
    drt_iter0_drc 49 \
    fp-row-count 28 \
    crit_end "o_dato[29]" \
    chip_area_um2 9801 \
    io_buffers 130 \
    drv_slew 0 \
    overflow 0 \
    vias_per_cell 4.190 \
    fp_util_pct 10.63 \
    syn_area_um2 636.9 \
    finalSetupViolCount 0 \
    min_from "i_dato_0[4]" \
    critPathKind "input port to output port" \
    drc 0 \
    place_ws_ps 440.0 \
    hpwl_mm 4.028 \
    grt_pass1_wl_mm 6.927 \
    yosys_cells 113 \
    crit_path_cell_trace "clkdlybuf4s50_1 > ha_2 > buf_12 > a22oi_1 > o21ai_0 > clkdlybuf4s50_1" \
    drive_gt1_share_pct 2.553 \
    layout_setup_ws_ps 469.3 \
    required_ps 3120 \
    vdd_drop_max_v 0.00005390 \
    rsz0062_at_grt "false" \
    cts_resized 0 \
    hold_depth 4 \
    grt_max_degree 35 \
    seq_area_um2 0 \
    p_leak_nw 0.7239 \
    syn2layout_area_growth_pct 214.1 \
    syn_avg_cell_area_um2 5.636 \
    yosys_warnings 1 \
    cap_violations 0 \
    crit_path_top_delay_cell "clkdlybuf4s50_1" \
    drt-total-wl_mm 4.711 \
    max_stage_delay_ps 500 \
    fin_area_um2 2001 \
    path_max_fanout 17 \
    ant_nets 0 \
    nFlopsAndLatches 0 \
    vias 1299 \
    cp.arrival_ps 2650 \
    fill_cells 643 \
    post_cts_buffers 0 \
    num_io_pins 130 \
    num_antenna_cells 0 \
    worstSetupEndpointType "output port" \
    min_path_type "input port to output port" \
    gp_congestion 0.7439 \
    period_needed_ps 3431 \
    hold_violations 0 \
    antenna_found_initial 0 \
    die_height_um 99 \
    finalSetupTns_ps 0 \
    grt.total_usage_pct 8.506 \
    synthCells 113 \
    final-comb-area_um2 548.0 \
    tightest_slew_ps 364.9 \
    cp_common_cell "clkdlybuf4s50_1" \
    nClkBuffers 0 \
    dpl_cell_area_um2 2001 \
    lay_top_count "clkdlybuf4s50_1" \
    synth_cell_type_count 8 \
    synth_chip_area_um2 636.9 \
    cellPowerDensity_nw_per_um2 123.4 \
    die_w_um 99 \
    warnings 33 \
    postCtsHoldBufs 0 \
    synth_seq_share_pct 0 \
    startpoint "i_sel[1]" \
    critPathLaunchType "input port" \
    clock.fmax_ghz 0.2915 \
    final_cell_mix "clkdlybuf4s50_1, a22oi_1, nand2_1" \
    drt-pass1-iter-count 4 \
]
## how the worst min path moves through the flow
stage | endpoint | slack, ps
after CTS | o_dato[22] | 2480
after global routing | o_dato[23] | 2490
final | o_dato[4] | 2470
## where the power goes
part           switching, mW  leakage, nW  internal, mW
sequential                 0            0             0
combinational         0.0715        0.724         0.175
clock                      0            0             0
total                 0.0715        0.724         0.175
## synth_stat cells
cell type	number	area, um^2
ha_1	2	25.02
buf_6	3	33.78
buf_2	10	50.05
a22oi_1	32	240.2
o21ai_0	2	10.01
nand2_1	32	120.1
inv_1	2	7.510
o21ai_1	30	150.1
## cell type report
type / instances / area share [%]
Inverter: 2 / 0.3752
Multi-Input combinational cell: 98 / 27.39
Tap cell: 75 / 4.690
Timing Repair Buffer: 135 / 67.54
## worst max-delay path: cells and delay by family
kind,cells,cell delay (ps)
adders and majority gates,1,420
buffers and inverters,3,1190
AOI/OAI and AO/OA,2,250
## kinds of logic after synthesis
group	Yosys count	share of synthesized area [%]
buffers and inverters	15	14.34
and+or+nand+nor	32	18.86
AOI/OAI and AO/OA	64	62.87
adders and majority gates	2	3.929
## stage by stage
| stage | hold slack [ps] | std cells | utilization [%] | total power [mW] |
|---|---|---|---|---|
| after global placement | 2475 | 310 | 33.40 | 0.2499 |
| after global routing | 2492 | 310 | 33.40 | 0.2719 |
| final | 2468 | 310 | 33.40 | 0.2468 |
| after detailed placement | 2476 | 310 | 33.40 | 0.2509 |
| after CTS | 2477 | 310 | 33.40 | 0.2521 |
| after floorplan | 1616 | 113 | - | 0.06471 |
## layer usage
metal / track usage, % / share of wire [%] / vias up
met5: 0 / 0 / -
met4: 0 / 0 / 0
met3: 4.299 / 14 / 0
met2: 13.93 / 45 / 85
met1: 10.39 / 41 / 549
li1: - / - / 665
Power figures rest on the tool's default switching activity, not on a simulated workload.
