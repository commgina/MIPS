===== run.sh =====
#!/bin/bash
# OpenROAD 26Q1-2900-gdf79404cd8, Yosys 0.63+post, stock flow scripts
make -C /OpenROAD-flow-scripts/flow DESIGN_CONFIG=/design/flow/config.mk WORK_HOME=/design/flow/orfs finish

===== config.mk =====
export PLATFORM = sky130hd
export DESIGN_NAME = mux2
export DESIGN_NICKNAME = mux2
export VERILOG_FILES = /design/flow/design.v
export SDC_FILE = /design/flow/constraint.sdc
export NUM_CORES = 4
export LEC_CHECK = 1
export CORE_AREA = 10 10 70 70
export DIE_AREA = 0 0 80 80

===== constraint.sdc =====
current_design mux2

set clk_period 1.0
set clk_io_pct 0.2

create_clock -name clk0 -period $clk_period

set non_clock_inputs [all_inputs -no_clocks]
set_input_delay [expr $clk_period * $clk_io_pct] -clock clk0 $non_clock_inputs
set_output_delay [expr $clk_period * $clk_io_pct] -clock clk0 [all_outputs]

===== design.v =====
`timescale 1ns / 1ps
module mux2 #(
    parameter BUS_WIDTH = 32
    )(
    input wire i_sel,
    input wire [BUS_WIDTH-1:0] i_dato_0,
    input wire [BUS_WIDTH-1:0] i_dato_1,
    output reg [BUS_WIDTH-1:0] o_dato  
    );
    always @(*) begin
        case (i_sel)
            0: o_dato = i_dato_0;
            1: o_dato = i_dato_1;
        default: o_dato = i_dato_0;
     endcase
end
endmodule

==> summary.txt <==
die height = 80 µm
Yosys Chip Area = 544 µm²
flop count = 0
YS warnings = 1
initial antenna violation count = 0
Crit Path Max Fanout = 6
setup slack after layout = -0.101 ns
max cap viols = 0
Post-DRT Antenna Nets = 0
DP Worst Slack = -0.496 ns
routed vias = 720
critical path class = input port to output port
largest net degree at the start of global routing = 10
detailed placement HPWL = 2410 µm
top cells by count = mux2_4 (30), buf_12 (3), mux2_2 (2), buf_6 (1)
chip area = 6400 µm²
Least-Margin Pin Slew = 0.0992 ns
part of the cycle the worst path needs = 1.10
# DRC = 0
failing checks = setup timing
Static Leak = 0.852 nW
Layout clock buffers = 0
initial DRC count = 3
final-report hold violation count = 0
chip width = 80 µm
Syn-to-layout area delta = 188%
Final Core Density = 0.458
number of diodes = 0
Max Fclk = 908 MHz
Min Hold Slack = 0.794 ns
vias in the first global route = 811
first-pass detailed-route iteration total = 2
Synth top cell by count = mux2_4
min-delay worst type = input port to output port
DP Area = 1540 µm²
Fillers = 335
dominant cell type by area after synthesis = mux2_4
Top cells by area = mux2_4 (83%), buf_12 (11%), mux2_2 (4.1%), buf_6 (2.1%)
tool warnings = 34
Mean Syn Cell Area = 15.1 µm²
setup TNS = -2.64 ns
number of cells in Yosys stat = 36
Worst EP required = 0.80 ns
CP startpoint = i_sel
final RePlAce weighted congestion = 0.760
number of hold buffers added after CTS = 0
post-synthesis cell type count = 4
Cell Area, Synth = 544 µm²
Buffers on Ports = 97
Max-slew headroom = 0.934
outcome = complete, but fails checks
peak supply drop = 0.185 mV
hold_sp = i_dato_0[25]
GRT Overall Usage = 0.0829
vias per cell = 3.98
layout cells sized above 1 = 0.526
storage element area = 0 µm²
GR Overflow Total = 0
Synth Instances = 36
Seq share, synth = 0
endpoint class of the critical path = output port
final instance area = 1570 µm²
fin crit period = 1.10 ns
Slew Viols, Final = 0
RSZ-0062 raised after global routing = true
Dominant cell area share = 0.828
total core area = 3420 µm²
post-DR wirelength/cell = 16.1 µm
global-route wire length before repair = 4310 µm
final setup vio count = 32
I/O pin count = 97
Core Util at FP = 0.159
startpoint types = input port
Cell Pwr Density = 394 nW/µm²
Row Count = 21
data arrival time of the worst path = 0.90 ns
final wirelength = 2920 µm
[report_power, final]
group	internal [W]	leakage [nW]	switching, W
Combinational	0.000478	0.852	0.000138
Clock	0	0	0
Sequential	0	0	0
Total	0.000478	0.852	0.000138
[critical path, cell delays in order]
cell and delay, ns:
buf_16 0.13, clkbuf_16 0.16, mux2_4 0.30, buf_6 0.11
[cell families (layout without fill, tap and decap cells)]
kind of cell           after synthesis  in the layout  share of synthesized area
muxes                               32             32                      0.869
buffers and inverters                4            103                      0.131
[layout make-up]
cell class	count	area (µm²)	share of cell area
timing repair buffer	103	1030	0.656
multi-input combinational	32	480	0.307
tap	46	57.6	0.0368
[layer usage]
| metal | track usage | up-vias | wire length, µm |
|---|---|---|---|
| met5 | 0 | - | 0 |
| met4 | 0.00704 | 0 | 21 |
| met3 | 0.0250 | 2 | 278 |
| met2 | 0.139 | 53 | 1430 |
| met1 | 0.105 | 323 | 1190 |
| li1 | - | 342 | - |
[metrics by stage]
step | std cells | power [W]
after floorplan | 36 | 0.000206
after global placement | 177 | 0.000654
after detailed placement | 177 | 0.000656
after CTS | 180 | 0.000593
after global routing | 181 | 0.000662
final | 181 | 0.000616
[timing repair]
| item | CTS | global route |
|---|---|---|
| setup buffers | 0 | 0 |
| setup endpoints to repair | 32 | 32 |
| resized | 186 | 6 |
| endpoints found under the hold margin | 0 | 0 |
| gates cloned | 3 | 1 |
[path summary, 6_finish.rpt]
kind	cells past startpoint	to
max	4	o_dato[26]
min	3	o_dato[25]
[layout by cell type (no fill, tap or decap), drive strengths merged]
cell type / netlist / routed
dlygate4sd2: 0 / 64
buf: 4 / 38
mux2: 32 / 32
clkbuf: 0 / 1
Power is estimated from default activity; no workload was simulated.
